--- ./run.sh ---
#!/bin/bash
# OpenROAD 26Q1-2900-gdf79404cd8, Yosys 0.63+post, stock flow scripts
make -C /OpenROAD-flow-scripts/flow DESIGN_CONFIG=/design/flow/config.mk WORK_HOME=/design/flow/orfs finish
--- ./config.mk ---
export PLATFORM = sky130hd
export DESIGN_NAME = InsMEM
export DESIGN_NICKNAME = InsMEM
export VERILOG_FILES = /design/flow/design.v
export SDC_FILE = /design/flow/constraint.sdc
export NUM_CORES = 4
export LEC_CHECK = 1
export CORE_AREA = 10 10 86 86
export DIE_AREA = 0 0 96 96
--- ./constraint.sdc ---
current_design InsMEM

set clk_period 1.0
set clk_io_pct 0.2

create_clock -name clk0 -period $clk_period [get_ports {clk}]

set non_clock_inputs [all_inputs -no_clocks]
set_input_delay [expr $clk_period * $clk_io_pct] -clock clk0 $non_clock_inputs
set_output_delay [expr $clk_period * $clk_io_pct] -clock clk0 [all_outputs]
--- ./design.v ---
module InsMEM (
        input clk,
        input [31:0] curPC,       
        output reg[6:0] opcode,       
        output reg[2:0] funct3,   
        output reg[6:0] funct7,   
        output reg[4:0] rs1,      
        output reg[4:0] rs2,      
        output reg[4:0] rd,       
        output reg[31:0] imm,     
        input   [31:0] instr   
    );
    reg [31:0] RAM[1023:0];
    always@(negedge clk)
    begin
        opcode <= instr[6:0];
        rs1 <= instr[19:15];
        rs2 <= instr[24:20];
        rd <= instr[11:7];
        funct3 <= instr[14:12];
        funct7 <= instr[31:26];
        imm <= instr;
    end
endmodule  
==> reports/metrics.cfg <==
[global_routing]
grtUsageTotal = 0.0617
via_count_of_the_first_global_routing_pass = 914
globalRoute.totalOverflow = 0
grt_first_pass_wirelength_um = 4420
grt_max_degree = 10
initial_antenna_violation_count = 0

[setup_path]
path_delay_family = flip-flops
path_buffers = 1
critical_path_class = reg -> out
end_kind = primary output
max_stage_delay_ps = 310
path_cells = buf_2
cp.required_ps = 800
crit_path_start_kind = flip-flop
critical-path-slowest-cell = dfxtp_2
maximum_fanout_along_the_worst_path = 2
critical_path_arrival_ps = 1260

[routing]
drc = 0
wire_per_inst_um = 12.8
via_count = 758
drtPass1Iterations = 3
drt-initial-drc-count = 12
routed_wl_um = 3060
routed_vias_inst = 3.16
antenna_violating_nets_post_route = 0
antenna_diodes = 0

[flow_run]
drv_cap = 0
tool_warnings = 92

[synthesis]
ff_latch_count_synth = 32
synthDistinctLibCells = 4
synth.largest_area_cell = dfxtp_1
sequential_cell_area_fraction_in_the_yosys_report = 0.721
top_cell_area_share = 0.721
synth-cells-yosys = 66
synth-warning-count = 1
post_synth_instance_area_um2 = 888
topCellsByArea = dfxtp_1 (72%), buf_4 (27%), conb_1 (0.42%), inv_1 (0.42%)
syn_inst = 66
yosys-stat-area_um2 = 888
syn_area_per_cell_um2 = 13.5

[power_and_ir_drop]
power_frac_seq = 0.463
p_int_mw = 2.19
p_leak_nw = 0.866
clock_power_share = 0.460
totalPowerFinal_mw = 3.01
power.share.switching = 0.272
worst_vdd_ir_mv = 0.604
switchingPower_mw = 0.820
comb_power_frac = 0.077
power-per-cell-area_nw_per_um2 = 1860

[placement]
gp_routability_congestion = 0.675
port-buffer-count = 95
detailedPlacementHpwl_um = 2500

[clock_network]
cts-hold-fix-buffers = 0
clockBufferDepth = 2
tritoncts_clock_tree = built
ctsRootBufferMaster = clkbuf_8
maximum_level_of_the_cts_h_tree = 2
cts_setup_buffers = 0
cts.sinks = 32
cts_inserted_buffers = 5
cts.reportedPaths.clkPinSlew_ps = 40

[hold_path]
hold_path_class = in -> reg

[die]
die_h_um = 96
core_util_floorplan = 0.160
core_region_area_um2 = 5540
die_x_um = 96
ioPinCount = 129
fp.dieArea_um2 = 9220
std_cell_rows = 27

[final_layout]
finalCoreUtilization = 0.292
drive_gt1_frac = 0.595
synthToLayoutAreaGrowth_pct = 82.0

[final_timing]
rsz0062_at_grt = yes
count_of_endpoints_failing_setup_in_the_final_report = 63
final_hold_viol_count = 0
report.final.slew_viol_count = 0
timing.final.ws_setup_ps = -458

[outcome]
outcome = finished with violations
violations = setup timing

[state kept, by name, summed over array words and instances, names as in the netlist]
name    count
funct7      1
imm        31
[kinds of logic after synthesis]
| group | synth area share |
|---|---|
| buf+inv | 0.275 |
| flops | 0.721 |
| other cells | 0.00422 |
[power groups by stage]
| stage | Sequential [mW] | Clock [mW] | Combinational, mW |
|---|---|---|---|
| 4_1_cts | 1.40 | 1.51 | 0.243 |
| 5_1_grt | 1.40 | 1.66 | 0.258 |
| 6_report | 1.40 | 1.39 | 0.232 |
[cells in the mapped netlist, drive strengths merged]
cell type / n
buf: 32
inv: 1
dfxtp: 32
conb: 1
[metal layers]
metal  up-vias  track usage  routed length, µm
li1        365            -                  -
met1       332       0.0553               1060
met2        56       0.0914               1520
met3         5       0.0605                447
met4         0       0.0283                 40
met5         -            0                  0
[through the flow]
stage          setup slack, ps  std cells  hold WS [ps]  setup TNS (ps)  area [µm²]
6_report                  -458        240           792          -28020        1620
3_5_place_dp              -536        201          1150          -37420        1690
4_1_cts                   -480        240           776          -29280        1620
2_1_floorplan            -79.8         66           728           -2470         888
3_3_place_gp              -535        201          1150          -37110        1690
5_1_grt                   -516        240           766          -30800        1620
[layout by cell type, fill, tap and decap left out]
cell type	instances
clkbuf_8	5
buf_6	1
conb_1	1
dfxtp_2	31
dfxtp_1	1
clkinvlp_2	1
inv_1	34
buf_2	62
clkdlybuf4s50_1	32
[final cells by class]
type	count	area (µm²)
Clock buffer	5	68.8
Timing Repair Buffer	95	642
Multi-Input combinational cell	1	3.75
Clock inverter	35	133
Fill cell	631	3920
Sequential cell	32	679
Tap cell	72	90.1
[path summary, 6_finish.rpt]
check,from,endpoint,slack [ps],cells after the start
worst max-delay path,imm[17],imm[17],-460,1
worst min-delay path,instr[17],imm[17],790,1
[repair_timing]
| action | 4_1_cts | 5_1_grt |
|---|---|---|
| endpoints found under the setup margin | 63 | 63 |
| gates cloned | 0 | 0 |
| resized | 227 | 0 |
Power figures rest on the tool's default switching activity, not on a simulated workload.
